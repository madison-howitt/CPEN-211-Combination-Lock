**design/flow/config.mk**
```make
export PLATFORM = sky130hd
export DESIGN_NAME = lab3_top
export DESIGN_NICKNAME = lab3_top
export VERILOG_FILES = /design/flow/design.v
export SDC_FILE = /design/flow/constraint.sdc
export NUM_CORES = 4
export LEC_CHECK = 1
export CORE_AREA = 10 10 70 70
export DIE_AREA = 0 0 80 80
```
**design/flow/constraint.sdc**
```tcl
current_design lab3_top

set clk_period 1.5
set clk_io_pct 0.2

create_clock -name clk0 -period $clk_period [get_ports {KEY}]

set non_clock_inputs [all_inputs -no_clocks]
set_input_delay [expr $clk_period * $clk_io_pct] -clock clk0 $non_clock_inputs
set_output_delay [expr $clk_period * $clk_io_pct] -clock clk0 [all_outputs]
```
**design/flow/design.v**
```verilog
module lab3_top(SW,KEY,HEX0,HEX1,HEX2,HEX3,HEX4,HEX5,LEDR);
  input [9:0] SW;  
  input [3:0] KEY; 
  output reg [6:0] HEX0, HEX1, HEX2, HEX3, HEX4, HEX5;
  output [9:0] LEDR;    
  wire clk = ~KEY[0];   
  wire rst_n = KEY[3];  
  reg [2:0] present_state; 
  reg correct;  
  always_ff @(posedge clk) begin 
    if (rst_n) begin  
      correct <= 1'b1;
      present_state <= 3'b000;
    end 
    else begin
      case (present_state)
        3'b000: begin
              present_state <= 3'b001;
              if (SW[3:0] !== 4'b0110) 
                correct = 1'b0;
             end
        3'b001: begin
              present_state <= 3'b010;
              if (SW[3:0] !== 4'b0010) 
                correct = 1'b0;
             end 
        3'b010: begin
              present_state <= 3'b011;
               if (SW[3:0] !== 4'b0011) 
                 correct = 1'b0;
             end
        3'b011: begin 
              present_state <= 3'b100;
              if (SW[3:0] !== 4'b1001) 
                correct = 1'b0;
             end 
        3'b100: begin 
              present_state <= 3'b101;
              if (SW[3:0] !== 4'b0100) 
                correct = 1'b0;
             end 
        3'b101: begin 
              present_state <= 3'b110;
              if (SW[3:0] !== 4'b0010) 
                correct = 1'b0;
             end 
        3'b110: present_state <= 3'b110;
        default: begin 
          if (SW[3:0] == 4'bxxxx) 
                correct = 1'b0;
             end 
      endcase 
    end 
  end
  always_comb begin
    case (present_state)
      3'b110: {HEX5, HEX4, HEX3, HEX2, HEX1, HEX0} = correct ? {7'b1111111, 7'b1111111, 7'b1000000, 7'b0001100, 7'b0000110, 7'b1001000} : {7'b1000110, 7'b1000111, 7'b1000000, 7'b0010010, 7'b0000110, 7'b0100001};
      default: case (SW[3:0])  
        4'b0000: {HEX5, HEX4, HEX3, HEX2, HEX1, HEX0} = {7'b1111111, 7'b1111111, 7'b1111111, 7'b1111111, 7'b1111111, 7'b1000000};
        4'b0001: {HEX5, HEX4, HEX3, HEX2, HEX1, HEX0} = {7'b1111111, 7'b1111111, 7'b1111111, 7'b1111111, 7'b1111111, 7'b1111001};
        4'b0010: {HEX5, HEX4, HEX3, HEX2, HEX1, HEX0} = {7'b1111111, 7'b1111111, 7'b1111111, 7'b1111111, 7'b1111111, 7'b0100100};
        4'b0011: {HEX5, HEX4, HEX3, HEX2, HEX1, HEX0} = {7'b1111111, 7'b1111111, 7'b1111111, 7'b1111111, 7'b1111111, 7'b0110000};
        4'b0100: {HEX5, HEX4, HEX3, HEX2, HEX1, HEX0} = {7'b1111111, 7'b1111111, 7'b1111111, 7'b1111111, 7'b1111111, 7'b0011001};
        4'b0101: {HEX5, HEX4, HEX3, HEX2, HEX1, HEX0} = {7'b1111111, 7'b1111111, 7'b1111111, 7'b1111111, 7'b1111111, 7'b0010010};
        4'b0110: {HEX5, HEX4, HEX3, HEX2, HEX1, HEX0} = {7'b1111111, 7'b1111111, 7'b1111111, 7'b1111111, 7'b1111111, 7'b0000010};
        4'b0111: {HEX5, HEX4, HEX3, HEX2, HEX1, HEX0} = {7'b1111111, 7'b1111111, 7'b1111111, 7'b1111111, 7'b1111111, 7'b1111000};
        4'b1000: {HEX5, HEX4, HEX3, HEX2, HEX1, HEX0} = {7'b1111111, 7'b1111111, 7'b1111111, 7'b1111111, 7'b1111111, 7'b0000000};
        4'b1001: {HEX5, HEX4, HEX3, HEX2, HEX1, HEX0} = {7'b1111111, 7'b1111111, 7'b1111111, 7'b1111111, 7'b1111111, 7'b0010000};
        4'b1010: {HEX5, HEX4, HEX3, HEX2, HEX1, HEX0} = {7'b1111111, 7'b0000110, 7'b1001110, 7'b1001110, 7'b1000000, 7'b1001110};
        4'b1011: {HEX5, HEX4, HEX3, HEX2, HEX1, HEX0} = {7'b1111111, 7'b0000110, 7'b1001110, 7'b1001110, 7'b1000000, 7'b1001110};
        4'b1100: {HEX5, HEX4, HEX3, HEX2, HEX1, HEX0} = {7'b1111111, 7'b0000110, 7'b1001110, 7'b1001110, 7'b1000000, 7'b1001110};
        4'b1101: {HEX5, HEX4, HEX3, HEX2, HEX1, HEX0} = {7'b1111111, 7'b0000110, 7'b1001110, 7'b1001110, 7'b1000000, 7'b1001110};
        4'b1110: {HEX5, HEX4, HEX3, HEX2, HEX1, HEX0} = {7'b1111111, 7'b0000110, 7'b1001110, 7'b1001110, 7'b1000000, 7'b1001110};
        4'b1111: {HEX5, HEX4, HEX3, HEX2, HEX1, HEX0} = {7'b1111111, 7'b0000110, 7'b1001110, 7'b1001110, 7'b1000000, 7'b1001110};
        default: {HEX5, HEX4, HEX3, HEX2, HEX1, HEX0} = {7'bxxxxxxx, 7'bxxxxxxx, 7'bxxxxxxx, 7'bxxxxxxx, 7'bxxxxxxx, 7'bxxxxxxx};
      endcase 
    endcase 
   end
endmodule
```
**design/flow/run.sh**
```bash
#!/bin/bash
# OpenROAD 26Q1-2900-gdf79404cd8, Yosys 0.63+post, stock flow scripts
make -C /OpenROAD-flow-scripts/flow DESIGN_CONFIG=/design/flow/config.mk WORK_HOME=/design/flow/orfs finish
```
==> results_dict.tcl <==
# yosys + openroad results
set metrics [dict create \
    synth_cell_type_count 25 \
    warnings 98 \
    layout_top_cells "buf_6 (44), buf_4 (19), conb_1 (16)" \
    synth-area-yosys_um2 845.8 \
    viasPerCell 4.075 \
    diodes 0 \
    hp-start "KEY[3]" \
    synth_area_um2 845.8 \
    grt_pass1_wl_um 3933 \
    peakVddDrop_v 0.001158 \
    cp.arrival_ns 1.90 \
    path_class "flip-flop to primary output" \
    grt_pass1_vias 936 \
    finalHoldViolCount 0 \
    ys.flops 8 \
    skew_ns 0.01230 \
    antenna_left 0 \
    fp.dieW_um 80 \
    cts.clk_slew.worst_paths_ns 0.03 \
    syn_avg_cell_area_um2 7.832 \
    cp_max_fo 7 \
    hold_path.class "clock port to flip-flop" \
    finalSetupViolCount 40 \
    area_growth_pct 91.57 \
    holdBufCountCts 0 \
    antenna_found_initial 0 \
    grt_max_degree 8 \
    cp-start-kind "flip-flop" \
    crit_buf_inv 2 \
    drc_errors 0 \
    drt_iter0_markers 16 \
    cpPeakStageDelay_ns 0.39 \
    power.density_nw_per_um2 489.5 \
    coreArea_um2 3416 \
    cp-end-kind "primary output" \
    cp-startpoint "present_state[3]$_DFF_N_" \
    critPathRequiredTime_ns 1.20 \
    route.vias.total 872 \
    cap_violations 0 \
    die_y_um 80 \
    cts_tree "yes" \
    routed_wl_um 2807 \
    r2r_setup_slack_ns 0.28 \
    pre_cts_slack_ns -1.070 \
    ys.warnings.count 11 \
    p_leak_uw 0.0008155 \
    rows 21 \
    lay_top_count "buf_6" \
    fp_util 0.2476 \
    drt-wirelength-per-cell_um 13.12 \
    synth_cells 108 \
    yosysCellCount 108 \
    failed_checks "setup timing" \
    ys_seq_share 0.1893 \
    rr_startpoint "present_state[3]$_DFF_N_" \
    cp_cell_sequence "buf_6, o31ai_2, buf_2" \
    crit_family "flip-flops" \
    fin_setup_tns_ns -22.97 \
    die_area_um2 6400 \
    rsz0062_at_grt "true" \
    clock_latency_ns 0.30 \
    drv_slew 0 \
    slowest_stage "dfxtp_4" \
    routabilityCongestion 0.7975 \
    ios 66 \
    dp_hpwl_um 1905 \
    firstDrtPassIters 4 \
    status "finished with violations" \
    setup_ws_ns -0.7046 \
    overflow 0 \
    io_buffers 40 \
    track_usage 0.07448 \
    drive_gt1_frac 0.6190 \
]
worst paths after layout:
path	to	depth (start not counted)
max reg2reg	correct$_SDFFE_NP1P_	5
min reg2reg	present_state[1]$_DFF_N_	1
max	HEX0[5]	3
min	present_state[0]$_DFF_N_	2
report_power, final:
group          internal (µW)    switching (µW)
combinational           82.7              66.7
sequential               235  0.00000000000130
clock                    227               182
total                    544               249
synth_stat cells:
| master | count | area [µm²] |
|---|---|---|
| nand2_1 | 7 | 26.28 |
| a211oi_1 | 1 | 7.510 |
| buf_4 | 38 | 285.3 |
| o21a_1 | 1 | 7.510 |
| nand2b_1 | 4 | 25.02 |
| nor2b_1 | 5 | 31.28 |
| conb_1 | 2 | 7.510 |
| or2b_1 | 1 | 7.510 |
| nand4b_1 | 1 | 8.760 |
| a21oi_1 | 4 | 20.02 |
| mux2i_1 | 2 | 20.02 |
| ha_1 | 7 | 87.58 |
| a22oi_1 | 1 | 7.510 |
| o211ai_1 | 1 | 7.510 |
| buf_2 | 2 | 10.01 |
| dfxtp_1 | 8 | 160.2 |
| o31ai_1 | 2 | 15.01 |
| nor2_1 | 6 | 22.52 |
| o22a_1 | 1 | 8.760 |
| o21ai_0 | 4 | 20.02 |
| inv_1 | 5 | 18.77 |
| and2_1 | 2 | 12.51 |
| a221o_1 | 1 | 10.01 |
| buf_6 | 1 | 11.26 |
| a21o_1 | 1 | 7.510 |
layer usage:
layer | GRT usage | part of all wire | vias to the layer above
met5 | 0.01667 | 0 | -
met4 | 0.01761 | 0 | 0
met3 | 0.05227 | 0.13 | 0
met2 | 0.1180 | 0.48 | 52
met1 | 0.07754 | 0.40 | 399
li1 | - | - | 421
cell families (layout without fill, tap and decap cells):
group | after synthesis | count (layout) | share of synthesized area
compound gates | 17 | 17 | 0.1317
fa+ha+maj | 7 | 7 | 0.1035
buf+inv | 46 | 92 | 0.3846
flops | 8 | 8 | 0.1893
mux | 2 | 2 | 0.02367
other cells | 2 | 16 | 0.008879
simple gates | 26 | 26 | 0.1583
through the flow:
stage               instance area (µm²)  std cells  hold slack (ns)    util  total power (µW)
floorplan                          1094        122          0.04491       -             391.9
global placement                   1280        184          0.04491  0.3747             444.0
detailed placement                 1280        184          0.04491  0.3747             443.9
CTS                                1485        209         0.004071  0.4348             865.8
global route                       1620        214        -0.006434  0.4744             963.4
finish                             1620        214          0.01629  0.4744             793.1
worst register-to-register path, cell delays in order, from the launching register on:
cell and delay [ns]:
dfxtp_4 0.39, inv_8 0.09, buf_6 0.12, buf_4 0.11, o211ai_1 0.08, a221o_1 0.31
timing repair:
| item | in CTS | in global routing |
|---|---|---|
| endpoints found under the setup margin | 40 | 40 |
| hold endpoints to repair | 0 | 0 |
| pin swaps | 10 | 8 |
| cloned | 1 | 0 |
| resized | 173 | 20 |
| setup buffers | 10 | 6 |
cell type report:
type                       count  area (µm²)
tap                           46       57.56
multi-input combinational     68       556.8
clock buffer                   7       48.80
sequential                     8       165.2
fill                         298        1795
timing repair inverter         1       6.256
clock inverter                 8       30.03
inverter                       4       42.54
timing repair buffer          72       713.2
flip-flops by register name, summed over array words and instances (netlist names):
| signal | cells |
|---|---|
| correct | 1 |
| present_state | 7 |
Power is estimated from default activity; no workload was simulated.
